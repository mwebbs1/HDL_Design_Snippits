$ cat flow/design.v
module Sequence_Detector_Shift_Reg(
	input clk, 
  	input data_stream,
  	output pulse
	);
  localparam bits = 8;
  reg [(bits-1):0]data_shift_reg = 8'd0;
  reg [7:0]seq = 8'b0110_1010;
  always @(posedge clk) begin
    data_shift_reg <= {data_shift_reg[7:0], data_stream};
  end
  assign pulse = (data_shift_reg == seq) ? 1 : 0;
endmodule
$ cat flow/config.mk
export PLATFORM = sky130hd
export DESIGN_NAME = Sequence_Detector_Shift_Reg
export DESIGN_NICKNAME = Sequence_Detector_Shift_Reg
export VERILOG_FILES = /design/flow/design.v
export SDC_FILE = /design/flow/constraint.sdc
export NUM_CORES = 4
export LEC_CHECK = 1
export CORE_AREA = 10 10 70 70
export DIE_AREA = 0 0 80 80
$ cat flow/run.sh
#!/bin/bash
# OpenROAD 26Q1-2900-gdf79404cd8, Yosys 0.63+post, stock flow scripts
make -C /OpenROAD-flow-scripts/flow DESIGN_CONFIG=/design/flow/config.mk WORK_HOME=/design/flow/orfs finish
$ cat flow/constraint.sdc
current_design Sequence_Detector_Shift_Reg

set clk_period 1.0
set clk_io_pct 0.2

create_clock -name clk0 -period $clk_period [get_ports {clk}]

set non_clock_inputs [all_inputs -no_clocks]
set_input_delay [expr $clk_period * $clk_io_pct] -clock clk0 $non_clock_inputs
set_output_delay [expr $clk_period * $clk_io_pct] -clock clk0 [all_outputs]
==> impl_metrics.tcl <==
# flow metrics
set metrics [dict create \
    layout_min_cycle_time_ns 1.13 \
    htreeDepth 1 \
    cts-root-buf "clkbuf_4" \
    grt_pass1_vias 107 \
    critPathRequiredTime_ns 0.80 \
    netlist_instances 11 \
    rrSetupSlack_ns 0.59 \
    place_area_sq_um 264 \
    fill_cells 409 \
    diodes 0 \
    setup_tns_ns -0.130 \
    place.gp.congestion 0.615 \
    setup_viol 1 \
    r2r_end "data_shift_reg[7]" \
    yosysChipArea_sq_um 186 \
    yosysTopAreaCell "dfxtp_1" \
    drv_slew 0 \
    routed_wl_um 246 \
    synth_seq_share 0.859 \
    ir_drop_mv 0.690 \
    die-area_sq_mm 0.00640 \
    cp_top_family "flip-flops" \
    drv_cap 0 \
    clock_skew_ns 0.00501 \
    critical_path_class "reg -> out" \
    seq_power_share 0.588 \
    track_usage 0.00906 \
    wl_per_cell_um 3.97 \
    ios 3 \
    antenna_found_initial 0 \
    power_density_mw_per_mm2 2070 \
    topCellsByArea "dfxtp_1, nand4bb_1, nor2_1" \
    drive_gt1_frac 0.250 \
    grt_first_pass_wirelength_um 420 \
    cp-end-kind "output port" \
    largest_register_ffs 8 \
    cts_tree "built" \
    hold_path.class "reg -> reg" \
    rsz0062_at_grt "true" \
    power_mw 0.584 \
    numCtsBuffers 3 \
    clk_pin_slew_ns 0.05 \
    synth-main-ff-cell "dfxtp_1" \
    p_int_mw 0.480 \
    synth.avg_cell_area_sq_um 16.9 \
    clk_path_buf_depth 2 \
    grt_overflow_total 0 \
    crit_path_max_incr_delay_ns 0.30 \
    initCoreUtil 0.0546 \
    clk_latency_ns 0.25 \
    crit_chain "nand4bb_1, nor2_1, buf_2" \
    cp-startpoint "data_shift_reg[4]" \
    p_sw_mw 0.104 \
    clock.fmax_mhz 885 \
    area_growth_pct 51.0 \
    ys_ff 8 \
    edf_count 0 \
    route.detailed.drc 0 \
    pwr-share-clk 0.398 \
    grt_max_degree 5 \
    finalCritPeriodShare 1.13 \
    die_height_um 80 \
    num_vias 95 \
    final_area_sq_um 282 \
    reg2reg_depth 0 \
    crit_cells 3 \
    io_buffers 2 \
    final_antenna_net_count 0 \
    path_buffers 1 \
    synthTopCellsByCount "dfxtp_1, nand4bb_1, nor2_1" \
    avgViaCountPerCell 1.53 \
    cp_max_fo 2 \
    drt-pass1-iter-count 2 \
    yosysMostFrequentCell "dfxtp_1" \
    leakage_nw 0.0953 \
    violations "setup timing" \
    reg2reg_from "data_shift_reg[6]" \
    synth-warning-count 1 \
    max_slew_margin 0.938 \
    setup_ws_ns -0.130 \
    fp-row-count 21 \
    startpoint_type "register" \
    status "finished, violations left" \
    ys_cells 11 \
    cts_num_sinks 8 \
    drt-initial-drc-count 2 \
    finalHoldViolCount 0 \
    async_flop_share 0 \
    yosysUniqueCellTypes 3 \
    dieWidth_um 80 \
    cp.arrival_ns 0.93 \
    worstMarginPinSlew_ns 0.0917 \
    core_sq_mm 0.00342 \
    min_path_cells 0 \
    combPwrFrac 0.013 \
    crit_end "pulse" \
    warnings 27 \
    cpMaxStageDelayCell "dfxtp_1" \
    synth_area_sq_um 186 \
    switching_share 0.178 \
    synth.top_cell.area_share 0.859 \
]
what timing repair did:
action | CTS | global route
gates resized | 4 | 0
hold buffers | 0 | 0
pin swaps | 2 | 0
endpoints found under the setup margin | 1 | 1
hold endpoints to repair | 0 | 0
setup buffers | 0 | 0
power groups by stage:
stage                 clock network [mW]  registers (mW)  logic [mW]
after CTS                          0.246           0.344     0.00785
after global routing               0.267           0.345     0.00830
final                              0.233           0.343     0.00778
how the worst min path moves through the flow:
| stage | start | to | slack, ns |
|---|---|---|---|
| 6_report | data_shift_reg[0] | data_shift_reg[1] | 0.34 |
| 4_1_cts | data_shift_reg[0] | data_shift_reg[1] | 0.35 |
| 5_1_grt | data_shift_reg[0] | data_shift_reg[1] | 0.36 |
cells by family after synthesis:
family        share of synthesized area
simple gates                      0.141
flops                             0.859
cells in the final DEF, fill, tap and decap left out:
cell             netlist  final
clkdlybuf4s50_1        0      1
nor2_1                 1      1
nand4bb_1              2      2
dfxtp_1                8      8
buf_2                  0      1
clkbuf_4               0      3
final cells by class:
class,instances,area (sq um),share of cell area
clock buffer,3,22.5,0.0800
multi-input combinational,3,26.3,0.0933
sequential,8,160,0.569
tap,46,57.6,0.204
timing repair buffer,2,15.0,0.0533
through the flow:
step | cells | hold slack, ns | util | worst slack (ns)
6_report | 62 | 0.341 | 0.0824 | -0.130
5_1_grt | 62 | 0.358 | 0.0824 | -0.202
4_1_cts | 62 | 0.346 | 0.0824 | -0.152
3_5_place_dp | 59 | 0.335 | 0.0773 | -0.298
3_3_place_gp | 59 | 0.329 | 0.0773 | -0.293
2_1_floorplan | 11 | 0.228 | - | 0.290
layer usage:
| metal | up-vias | part of all wire | GRT usage |
|---|---|---|---|
| met1 | 41 | 0.59 | 0.0107 |
| met5 | - | 0 | 0 |
| met4 | 0 | 0 | 0.00176 |
| li1 | 49 | - | - |
| met3 | 0 | 0.14 | 0.0114 |
| met2 | 5 | 0.28 | 0.00963 |
Power figures rest on the tool's default switching activity, not on a simulated workload.
