==> flow/config.mk <==
export PLATFORM = sky130hd
export DESIGN_NAME = SevenSegmentDisplay
export DESIGN_NICKNAME = SevenSegmentDisplay
export VERILOG_FILES = /design/flow/design.v
export SDC_FILE = /design/flow/constraint.sdc
export NUM_CORES = 4
export LEC_CHECK = 1
export CORE_AREA = 10 10 70 70
export DIE_AREA = 0 0 80 80
==> flow/constraint.sdc <==
current_design SevenSegmentDisplay

set clk_period 2.0
set clk_io_pct 0.2

create_clock -name clk0 -period $clk_period

set non_clock_inputs [all_inputs -no_clocks]
set_input_delay [expr $clk_period * $clk_io_pct] -clock clk0 $non_clock_inputs
set_output_delay [expr $clk_period * $clk_io_pct] -clock clk0 [all_outputs]
==> flow/design.v <==
module SevenSegmentDisplay (
	input [3:0] num, 
	output reg [6:0] Display);
	always @(*)
		case (num)
			4'b0000: Display = ~7'b0111111;  
			4'b0001: Display = ~7'b0000110;  
			4'b0010: Display = ~7'b1011011;  
			4'b0011: Display = ~7'b1001111;  
			4'b0100: Display = ~7'b1100110;  
			4'b0101: Display = ~7'b1101101;  
			4'b0110: Display = ~7'b1111101;  
			4'b0111: Display = ~7'b0000111;  
			4'b1000: Display = ~7'b1111111;  
			4'b1001: Display = ~7'b1101111;  
			4'b1010: Display = ~7'b1110111;  
			4'b1011: Display = ~7'b1111100;  
			4'b1100: Display = ~7'b0111001;  
			4'b1101: Display = ~7'b1011110;  
			4'b1110: Display = ~7'b1111001;  
			4'b1111: Display = ~7'b1110001;  
			default: Display = ~7'b0000000;  
		endcase
endmodule
==> flow/run.sh <==
#!/bin/bash
# OpenROAD 26Q1-2900-gdf79404cd8, Yosys 0.63+post, stock flow scripts
make -C /OpenROAD-flow-scripts/flow DESIGN_CONFIG=/design/flow/config.mk WORK_HOME=/design/flow/orfs finish
==> impl_metrics.csv <==
group,metric,value,unit
run,warning_count,39,
synth,synthAdderAreaFrac,31.82,%
setup_path,path_delay_family,"buffers and inverters",
clock_network,ctsHoldBuffers,0,
synth,syn_area,275.3,sq um
timing,rsz0062_at_grt,"no",
synth,synth.top_cell.area_share,31.82,%
place,hpwl,648.9,microns
setup_path,crit_start,"num[0]",
global_route,grt_pass1_wl,1262,microns
floorplanning,core_area,3416,sq um
setup_path,cp.arrival,1.54,ns
final_layout,drive_gt1_share,50.91,%
timing,final.setup.tns,0,ns
global_route,busiest_layer,"met2",
global_route,grt_pass1_vias,305,
timing,fmax,516.4,MHz
routing,antenna_left,0,
global_route,use_met1,2.379,%
floorplanning,die_w,80,microns
power,pwr-share-clk,0,%
routing,vias,309,
timing,period_used_share,96.83,%
floorplanning,fp.dieH,80,microns
setup_path,crit_fanout,4,
timing,slew-limit-headroom,90.64,%
synth,ys_sh_simple,14.55,%
routing,routedWlPerCell,7.941,microns
setup_path,path_buffers,3,
routing,first_iter_violations,4,
setup_path,worstPathRequired,1.60,ns
global_route,antenna_found_initial,0,
timing,whs,1.271,ns
power,cellInternalPower,58.98,uW
routing,firstDrtPassIters,2,
power,seq_power_share,0,%
timing,finalSetupViolations,0,
floorplanning,die_area,6400,sq um
routing,viasPerCell,3.059,
final_layout,design_area,575.6,sq um
power,power.switching,37.76,uW
synth,yosysUniqueCellTypes,15,
final_layout,area_delta_synth_final,109.1,%
setup_path,cpMostUsedCell,"buf_4",
setup_path,criticalPathCategory,"in2out",
power,powerDensity,168.1,nW/um^2
synth,mux_share,28.18,%
setup_path,critPathMaxStageDelay,0.25,ns
power,vdd_drop_max,23.35,uV
timing,final_max_slew_viol_count,0,
setup_path,cp_cell_sequence,"buf_4, buf_4, ha_4, mux2_2, a22o_1, dlygate4sd2_1",
global_route,grt_util_all_layers,2.242,%
setup_path,endpoint_kind,"output port",
power,leakage,0.0003008,uW
place,io_buffers,11,
worst_hold_path,hp-class,"in2out",
power,total_power,96.73,uW
synth,ys_top_cells_by_area,"ha_1, mux2i_1, mux4_1, nor2_1, a22o_1",
global_route,grt_max_degree,9,
final_layout,ff_latch_area,0,sq um
run,cap_violations,0,
synth,avgSynthCellArea,8.602,sq um
synth,ys_top_logic_family,"adder cells",
run_status,status,"finished, final reports clean",
global_route,use_met2,4.494,%
power,swShare,39.03,%
place,gp_congestion,0.8004,
synth,netlist_instances,32,
worst_hold_path,hold_path_startpoint,"num[3]",
power,pwr-share-comb,100.0,%
final_layout,ff_count,0,
floorplanning,ios,11,
synth,yosys_area,275.3,sq um
synth,yosys_warnings,1,
timing,worstMarginPinSlew,0.1364,ns
synth,synth_top_cell_by_area,"ha_1",
setup_path,cp_slowest_cell,"mux2_2",
synth,ys_seq_share,0,%
synth,yosysCellCount,32,
routing,wirelength,802,microns
place,dpl_cell_area,509.2,sq um
floorplanning,fp_util,8.059,%
global_route,grtUsageMet3,0.5682,%
synth,ys_sh_aoi,15.45,%
routing,antennaDiodeCount,0,
setup_path,crit_path_start_kind,"input pin",
floorplanning,core.rowCount,21,
final_layout,n_clock_buffer,0,
timing,post-route-min-period,1.937,ns
final_layout,lay_top_count,"buf_4",
global_route,grt-ovfl-total,0,
routing,route.detailed.drc,0,
synth,synth-xor-area-share,0,%
final_layout,lay_top_cells,"buf_4, mux2i_1, nor2_1, buf_6",
timing,hold_violations,0,
## through the flow
step | cells | util (%) | worst slack [ns]
final | 101 | 16.85 | 0.06339
after CTS | 101 | 16.19 | -0.02637
after global routing | 101 | 16.85 | 0.01099
after global placement | 98 | 14.91 | -0.7251
after detailed placement | 98 | 14.91 | -0.7309
after floorplan | 32 | - | 0.3201
## metal layers
metal | wire [microns] | part of all wire (%)
met1 | 329 | 41
met2 | 411 | 51
met3 | 61 | 7.6
met4 | 0 | 0
met5 | 0 | 0
## power by group through the flow
stage	registers (uW)	clock network (uW)	logic, uW
6_report	0	0	96.7
5_1_grt	0	0	110
4_1_cts	0	0	97.2
## cells in the mapped netlist
library cell  number
ha_1               7
nor2_1             5
mux2i_1            4
inv_1              3
a22o_1             2
o21ai_0            2
a21oi_1            1
a32o_1             1
and2b_2            1
buf_2              1
buf_6              1
mux2_2             1
mux4_1             1
nand2_1            1
or3b_1             1
## layout make-up
cell class | instances | area [sq um]
multi-input cells | 27 | 290.3
fillers | 377 | 2840
well taps | 46 | 57.56
inverters | 3 | 16.27
repair buffers | 25 | 211.5
## worst paths after layout
check                    end  slack [ns]  cells past startpoint
setup / recovery  Display[6]        0.06                      6
hold / removal    Display[2]        1.27                      4
## cells by family (layout without fill, tap and decap cells)
logic type      Yosys count  after routing
mux                       6              6
buf+inv                   5             28
compound gates            6              6
fa+ha+maj                 7              7
simple gates              8              8
## worst min-delay path, stage by stage
cell and delay, ns:
clkbuf_2 0.11, and2b_2 0.15, a22o_1 0.12, dlymetal6s2s_1 0.09
## timing repair
action	in CTS	in global routing
endpoints found under the hold margin	0	0
pin swaps	3	2
buffers inserted	3	0
cloned	0	0
endpoints found under the setup margin	7	5
resized	32	10
Power and IR drop assume default switching activity.
