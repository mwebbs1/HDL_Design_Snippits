===== flow/config.mk =====
export PLATFORM = sky130hd
export DESIGN_NAME = Seven_Segment_Display
export DESIGN_NICKNAME = Seven_Segment_Display
export VERILOG_FILES = /design/flow/design.v
export SDC_FILE = /design/flow/constraint.sdc
export NUM_CORES = 4
export LEC_CHECK = 1
export CORE_AREA = 10 10 70 70
export DIE_AREA = 0 0 80 80

===== flow/constraint.sdc =====
current_design Seven_Segment_Display

set clk_period 1.4
set clk_io_pct 0.2

create_clock -name clk0 -period $clk_period

set non_clock_inputs [all_inputs -no_clocks]
set_input_delay [expr $clk_period * $clk_io_pct] -clock clk0 $non_clock_inputs
set_output_delay [expr $clk_period * $clk_io_pct] -clock clk0 [all_outputs]

===== flow/design.v =====
module Four_Seven_Seg_Display(
    input clk,
    input [3:0]hex_1, hex_2, hex_3, hex_4,
    input dot_1, dot_2, dot_3, dot_4,
    output reg [3:0]an_out,
    output reg [6:0]seg_out,
    output dot_out
    );
    reg [1:0]select;
    wire pulse;
    wire [6:0]seg_1, seg_2, seg_3, seg_4;
    localparam FPS = 50;  
    Clk_Divider_FPS #(.FPS(FPS*4)) clk2FPS(.clk(clk), .pulse(pulse));
    Seven_Segment_Display SSD1(.num(hex_1), .Display(seg_1));
    Seven_Segment_Display SSD2(.num(hex_2), .Display(seg_2));
    Seven_Segment_Display SSD3(.num(hex_3), .Display(seg_3));
    Seven_Segment_Display SSD4(.num(hex_4), .Display(seg_4));
    always @(posedge clk)
        select <= (pulse == 1) ? select + 2'd1 : select;
    always @(select)
        case(select)
            2'd0: begin seg_out <= seg_1; an_out <= 4'b1110; end
            2'd1: begin seg_out <= seg_2; an_out <= 4'b1101; end
            2'd2: begin seg_out <= seg_3; an_out <= 4'b1011; end
            2'd3: begin seg_out <= seg_4; an_out <= 4'b0111; end
        endcase
endmodule
module Seven_Segment_Display (
	input [3:0] num, 
	output reg [6:0] Display);
	always @(*)
		case (num)
			4'b0000: Display = ~7'b0111111;  
			4'b0001: Display = ~7'b0000110;  
			4'b0010: Display = ~7'b1011011;  
			4'b0011: Display = ~7'b1001111;  
			4'b0100: Display = ~7'b1100110;  
			4'b0101: Display = ~7'b1101101;  
			4'b0110: Display = ~7'b1111101;  
			4'b0111: Display = ~7'b0000111;  
			4'b1000: Display = ~7'b1111111;  
			4'b1001: Display = ~7'b1101111;  
			4'b1010: Display = ~7'b1110111;  
			4'b1011: Display = ~7'b1111100;  
			4'b1100: Display = ~7'b0111001;  
			4'b1101: Display = ~7'b1011110;  
			4'b1110: Display = ~7'b1111001;  
			4'b1111: Display = ~7'b1110001;  
			default: Display = ~7'b0000000;  
		endcase
endmodule

===== flow/run.sh =====
#!/bin/bash
# OpenROAD 26Q1-2900-gdf79404cd8, Yosys 0.63+post, stock flow scripts
make -C /OpenROAD-flow-scripts/flow DESIGN_CONFIG=/design/flow/config.mk WORK_HOME=/design/flow/orfs finish

==> results.rst <==
Flow metrics
------------

.. list-table::
   :header-rows: 1

   * - Metric
     - Value
   * - Result of the run
     - finished with violations
   * - Violated checks
     - negative setup slack
   * - Clock network fraction of total power
     - 0%
   * - P_leak
     - 0.284 nW
   * - Dominant logic cell type in the layout
     - sky130_fd_sc_hd__buf_4
   * - Worst path cell trace
     - buf_8, inv_8, ha_4, and2b_2, or3b_1, o21ai_1, buf_2
   * - Leading post-synthesis cells by cell area
     - sky130_fd_sc_hd__ha_1, sky130_fd_sc_hd__mux2i_1, sky130_fd_sc_hd__mux4_1
   * - Hold/Removal Path Class
     - in2out
   * - Total vias in the final route
     - 333
   * - Fraction of final layout cells with drive strength greater than 1
     - 62.1%
   * - Worst Max-Slew Pin Slew
     - 0.134 ns
   * - Register area
     - 0 sq um
   * - Delay of the slowest cell on the worst path
     - 0.37 ns
   * - Total power density per cell area
     - 256 nW/um^2
   * - Number of cells in the yosys synthesis report
     - 32
   * - Wire length of the first global-routing pass
     - 1500 um
   * - Worst slack, placed
     - -1.06 ns
   * - Count of non-filler cells in the finished layout
     - 104
   * - Detailed Route Iter0 Violations
     - 1
   * - Total Routed Length
     - 952 um
   * - Minimum clock period
     - 1.61 ns
   * - Count of sequential standard cells
     - 0
   * - Syn. warnings
     - 1
   * - Data required time at the worst endpoint
     - 1.12 ns
   * - Comb pwr share
     - 100.0%
   * - Initial antenna violation count
     - 0
   * - Count of antenna diodes in the layout
     - 0
   * - Total cell area reported by yosys after synthesis
     - 275 sq um
   * - Post-detailed-route count of antenna-violating nets
     - 0
   * - Number of placement rows
     - 21
   * - Routed wire length per instance
     - 9.15 um
   * - Sw Ratio
     - 39.8%
   * - Final Hold Violation Tally
     - 0
   * - Via count of the first global-routing pass
     - 337
   * - Cell variety after synth
     - 15
   * - Total DRC errors in the routed layout
     - 0
   * - Achievable Freq
     - 621 MHz
   * - I/O pin count
     - 11
   * - Proportion of synthesized chip area in sequential cells
     - 0%
   * - Horizontal die dimension
     - 80 um
   * - Part of the power in registers
     - 0%
   * - Most used cells in the layout excluding fill and tap cells
     - sky130_fd_sc_hd__buf_4, sky130_fd_sc_hd__buf_6, sky130_fd_sc_hd__buf_2
   * - Fraction of the core area occupied by cells at floorplan
     - 8.06%
   * - Synth top area share
     - 31.8%
   * - Count of buffers from port buffering
     - 11
   * - Startpoint-to-endpoint class of the critical path
     - in2out
   * - Cell count after placement
     - 97
   * - All-Layer GR Usage
     - 2.75%
   * - Final setup violation count
     - 7
   * - Worst slew margin relative to its limit
     - 90.8%
   * - Crit path max-delay family
     - simple AND/OR/NAND/NOR gates
   * - Post-synthesis instance area
     - 275 sq um
   * - CP Max Fanout
     - 4
   * - Standard cell with the maximum stage delay on the critical path
     - sky130_fd_sc_hd__or3b_1
   * - Worst path setup slack after routing
     - -0.211 ns
   * - Buf+Inv Stages, Crit Path
     - 3
   * - Final period util
     - 115%
   * - Int Power
     - 0.0959 mW
   * - Type of element launching the critical path
     - primary input
   * - Pin count of the biggest net entering global routing
     - 6
   * - Final weighted congestion in routability-driven placement
     - 0.773
   * - Critical Path End Type
     - output port
   * - Switching power total
     - 0.0635 mW
   * - GRT Residual Overflow
     - 0
   * - Worst vdd rail ir drop
     - 0.0359 mV
   * - Area Growth Syn to Fin
     - 126%
   * - Core Region
     - 3420 sq um
   * - Worst endpoint data arrival time
     - 1.33 ns
   * - Avg Cell Area, Syn
     - 8.60 sq um
   * - Post-detailed-placement half-perimeter wirelength
     - 601 um
   * - Post-Syn Instances
     - 32
   * - Tool warnings
     - 40
   * - Pre-Repair DR Iteration Count
     - 2
   * - Clk_buf instances
     - 0
   * - Vertical extent of the die
     - 80 um
   * - Max Transition Viols Final
     - 0
   * - Cell accounting for the most synthesized area
     - sky130_fd_sc_hd__ha_1
   * - Setup repair after global routing missed its margin
     - true
   * - Mean number of vias per cell
     - 3.20
   * - Die Area
     - 6400 sq um
   * - Max-cap violation count
     - 0
==> cell families (layout without fill, tap and decap cells) <==
group | count (synthesis) | in the layout | synth area share (%)
AND/OR/NAND/NOR | 8 | 8 | 14.5
AND-OR/OR-AND | 6 | 6 | 15.5
adder cells (fa/ha/maj) | 7 | 7 | 31.8
multiplexers | 6 | 6 | 28.2
buffers and inverters | 5 | 31 | 10.0
==> synthesized netlist by cell type <==
| cell type | n |
|---|---|
| sky130_fd_sc_hd__nand2_1 | 1 |
| sky130_fd_sc_hd__buf_2 | 1 |
| sky130_fd_sc_hd__mux2_2 | 1 |
| sky130_fd_sc_hd__a21oi_1 | 1 |
| sky130_fd_sc_hd__a22o_1 | 2 |
| sky130_fd_sc_hd__inv_1 | 3 |
| sky130_fd_sc_hd__mux2i_1 | 4 |
| sky130_fd_sc_hd__mux4_1 | 1 |
| sky130_fd_sc_hd__o21ai_0 | 2 |
| sky130_fd_sc_hd__and2b_2 | 1 |
| sky130_fd_sc_hd__ha_1 | 7 |
| sky130_fd_sc_hd__or3b_1 | 1 |
| sky130_fd_sc_hd__buf_6 | 1 |
| sky130_fd_sc_hd__nor2_1 | 5 |
| sky130_fd_sc_hd__a32o_1 | 1 |
==> metal layers <==
layer | track usage, % | share of wire [%] | wire length [um] | up-vias
met4 | 0 | 0 | 0 | 0
met5 | 0 | 0 | 0 | -
li1 | - | - | - | 166
met1 | 3.11 | 43 | 406 | 160
met3 | 0.568 | 8.6 | 82 | 0
met2 | 5.38 | 49 | 463 | 7
==> final cells by class <==
class | count | area, sq um
fillers | 373 | 2790
well taps | 46 | 57.6
inverters | 3 | 23.8
repair buffers | 28 | 238
multi-input cells | 27 | 304
==> power by group through the flow <==
stage	combinational [mW]	sequential (mW)	clock, mW
4_1_cts	0.151	0	0
5_1_grt	0.176	0	0
6_report	0.159	0	0
==> stage by stage <==
stage               total power [mW]  area (sq um)  TNS, ns  hold slack [ns]  util, %
floorplan                     0.0524           278        0            0.660        -
global placement               0.131           504    -6.20             1.65     14.8
detailed placement             0.131           504    -6.22             1.64     14.8
CTS                            0.151           603   -0.859             1.04     17.7
global route                   0.176           623    -1.32             1.06     18.2
finish                         0.159           623   -0.973             1.03     18.2
==> path summary, 6_finish.rpt <==
| check | cells after the start | end | slack, ns | start |
|---|---|---|---|---|
| min | 4 | Display[1] | 1.03 | num[1] |
| max | 7 | Display[0] | -0.21 | num[1] |
==> timing repair <==
| action | CTS | global route |
|---|---|---|
| pin swaps | 6 | 2 |
| cloned | 1 | 0 |
| setup buffers | 5 | 2 |
| gates resized | 55 | 3 |
| hold buffers | 0 | 0 |
| setup endpoints to repair | 7 | 7 |
Power and IR drop assume default switching activity.
